==> design.v <==
`timescale 1ns / 1ps
module shader(input lightning_display, input [4:0] fader,
        input [3:0] bg_r, input [3:0] bg_g, input [3:0] bg_b, input bg_alpha,
        input [3:0] text_r, input [3:0] text_g, input [3:0] text_b, input text_alpha,
        input [3:0] csb1_r, input [3:0] csb1_g, input [3:0] csb1_b, input csb1_alpha,
        input [3:0] sprite1_r, input [3:0] sprite1_g, input [3:0] sprite1_b, input sprite1_alpha,
        input [3:0] csb2_r, input [3:0] csb2_g, input [3:0] csb2_b, input csb2_alpha,
        input [3:0] sprite2_r, input [3:0] sprite2_g, input [3:0] sprite2_b, input sprite2_alpha,
        input [3:0] item_box_r, input [3:0] item_box_g, input [3:0] item_box_b, input item_box_alpha,
        input [3:0] banana_r, input [3:0] banana_g, input [3:0] banana_b, input banana_alpha,
        input [3:0] mushroom_r, input [3:0] mushroom_g, input [3:0] mushroom_b, input mushroom_alpha,
        input [3:0] lightning_r, input [3:0] lightning_g, input [3:0] lightning_b, input lightning_alpha,
        input [3:0] trophy_r, input [3:0] trophy_g, input [3:0] trophy_b, input trophy_alpha,
        input [3:0] timer_r, input [3:0] timer_g, input [3:0] timer_b, input timer_alpha,
        input [3:0] latiku_oym_r, input [3:0] latiku_oym_g, input [3:0] latiku_oym_b, input latiku_oym_alpha,
        input [3:0] laps1_r, input [3:0] laps1_g, input [3:0] laps1_b, input laps1_alpha,
        input [3:0] laps2_r, input [3:0] laps2_g, input [3:0] laps2_b, input laps2_alpha,
        output [3:0] out_red, output [3:0] out_green, output [3:0] out_blue);
    wire [3:0] shader_red = (text_alpha ? text_r : 
            (latiku_oym_alpha ? latiku_oym_r :
            (laps1_alpha ? laps1_r :
            (sprite1_alpha ? sprite1_r : 
            (laps2_alpha ? laps2_r :
            (sprite2_alpha ? sprite2_r : 
            (banana_alpha ? banana_r :
            (mushroom_alpha ? mushroom_r :
            (lightning_alpha ? lightning_r :
            (trophy_alpha ? trophy_r :
            (item_box_alpha ? item_box_r :
            (timer_alpha ? timer_r :
            (csb1_alpha ? csb1_r : 
            (csb2_alpha ? csb2_r : 
            (bg_alpha ? bg_r : 
            (0))))))))))))))));
    wire [3:0] shader_green = (text_alpha ? text_g : 
            (latiku_oym_alpha ? latiku_oym_g :
            (laps1_alpha ? laps1_g :
            (sprite1_alpha ? sprite1_g : 
            (laps2_alpha ? laps2_g :
            (sprite2_alpha ? sprite2_g : 
            (banana_alpha ? banana_g :
            (mushroom_alpha ? mushroom_g :
            (lightning_alpha ? lightning_g :
            (trophy_alpha ? trophy_g :
            (item_box_alpha ? item_box_g :
            (timer_alpha ? timer_g :
            (csb1_alpha ? csb1_g : 
            (csb2_alpha ? csb2_g : 
            (bg_alpha ? bg_g : 
            (0))))))))))))))));
    wire [3:0] shader_blue = (text_alpha ? text_b : 
            (latiku_oym_alpha ? latiku_oym_b :
            (laps1_alpha ? laps1_g :
            (sprite1_alpha ? sprite1_b :
            (laps2_alpha ? laps2_g :
            (sprite2_alpha ? sprite2_b :
            (banana_alpha ? banana_b :
            (mushroom_alpha ? mushroom_b :
            (lightning_alpha ? lightning_b :
            (trophy_alpha ? trophy_b :
            (item_box_alpha ? item_box_b :
            (timer_alpha ? timer_b : 
            (csb1_alpha ? csb1_b : 
            (csb2_alpha ? csb2_b : 
            (bg_alpha ? bg_b : 
            (0))))))))))))))));
    wire [7:0] red_fade = (shader_red) * fader;
    wire [7:0] green_fade = (shader_green) * fader;
    wire [7:0] blue_fade = (shader_blue) * fader;
    assign out_red = lightning_display ? 4'hF : red_fade[7:4];
    assign out_green = lightning_display ? 4'hF : green_fade[7:4];
    assign out_blue = lightning_display ? 4'hF : blue_fade[7:4];
endmodule
==> run.sh <==
#!/bin/bash
# OpenROAD 26Q1-2900-gdf79404cd8, Yosys 0.63+post, stock flow scripts
make -C /OpenROAD-flow-scripts/flow DESIGN_CONFIG=/design/flow/config.mk WORK_HOME=/design/flow/orfs finish
==> config.mk <==
export PLATFORM = sky130hd
export DESIGN_NAME = shader
export DESIGN_NICKNAME = shader
export VERILOG_FILES = /design/flow/design.v
export SDC_FILE = /design/flow/constraint.sdc
export NUM_CORES = 4
export LEC_CHECK = 1
export CORE_UTILIZATION = 30
==> constraint.sdc <==
current_design shader

set clk_period 7.4
set clk_io_pct 0.2

create_clock -name clk0 -period $clk_period

set non_clock_inputs [all_inputs -no_clocks]
set_input_delay [expr $clk_period * $clk_io_pct] -clock clk0 $non_clock_inputs
set_output_delay [expr $clk_period * $clk_io_pct] -clock clk0 [all_outputs]
==> results_slide.txt <==
Synthesis and Place & Route Summary

Final timing
  • Final Hold Violation Tally: 0
  • WHS: 4.01 ns
  • Slew Limit Fails: 0
  • Slew HR: 0.624
  • Final setup violation count: 0
  • Fin crit share: 0.978
  • Fmax: between 0.1 and 0.15 GHz
  • Slew @ Worst Pin: roughly 0.56 ns
  • Final Critical Period: about 7.2 ns

Detailed routing
  • N_diodes: 0
  • Detail-routed net length per standard cell: approximately 17 um
  • Routed WL: 16,000 um
  • Initial drt markers: 250
  • Vias/cell: around 5.2
  • ANT nets after route: 0
  • Drt first pass iters: 34
  • Vias: 4,850
  • # DRC: 0

Floorplan
  • Full die area: 11,600 um^2
  • Die X: 108 um
  • Core box area: 10,800 um^2
  • Die Y: 108 um
  • # IOs: 213
  • Fp util: 0.309
  • # rows: 38

Placed design
  • Placed cells: 907
  • GPL Wtd Cong: 0.946
  • Dpl hpwl: approximately 14,000 um
  • Port bufs: 205

Synth
  • Register area share after synthesis: 0
  • Syn Inst Count: around 500
  • Area leader, netlist: ha_1
  • Distinct lib cells: 66
  • Syn. warnings: 0
  • Ys cells: a little under 500
  • Synth top area cells: ha_1 (10%), fa_1 (9.0%), inv_1 (6.1%)
  • Yosys top cell area share: 0.101
  • Yosys stat area: 3340 um^2
  • Post-Syn Area per Cell: 6.76 um^2
  • Cell area after synthesis: between 3000 and 4000 um^2

Finish
  • Top Layout Cells: clkdlybuf4s50_1 (172), buf_4 (105), nand2_1 (51)
  • Clock buffer count: 0
  • Top cell excl fill/tap: clkdlybuf4s50_1
  • Layout area overhead: 104%
  • Final Non-Filler Cells: about 930
  • Share of cells above drive strength 1: 0.267
  • Flip-flops: 0
  • Fillcell total: 927
  • Register Area: 0 um^2

Hold path
  • Hold path startpoint: lightning_display
  • Worst Hold Path Cells: 3
  • HP Class: input port to output pin
  • Hold endpoint: out_green[0]

Global route
  • Met1 Resource Use GR: 0.400
  • M2 GR Usage: 0.471
  • Global-route wire length before repair: 25,000 um
  • M3 GR Usage: 0.0481
  • GR Overflow Total: 0
  • Gr busiest metal: met2
  • Largest net degree at the start of global routing: 19
  • Number of global-route vias before repair: 4,735
  • Initial antenna violation count: 0
  • Gr usage total: 0.286

Outcome
  • Status: finished clean

Power and ir drop
  • Pwr Density: 83.1 nW/um^2
  • Peak supply drop: around 0.07 mV
  • Leak pwr: about 3.0 nW

Critical path
  • Crit end category: output pin
  • CP Launch Type: input port
  • Worst Path Arrival: 5.76 ns
  • Maximum fanout along the worst path: 4
  • Crit path DRT: 5.92 ns
  • Critical path class: input port to output pin

Flow run
  • Number of max-cap violations: 0
  • Log Warnings: 40

Clock tree
  • # hold bufs at CTS: 0
==> worst max-delay path: stages <==
cell             delay, ns
dlygate4sd2_1         0.25
a221oi_2              0.26
o31ai_2               0.09
a221oi_2              0.32
o21ba_4               0.20
a2111oi_4             0.04
a221o_1               0.37
and2_4                0.20
fa_1                  0.47
inv_1                 0.05
fa_1                  0.51
inv_2                 0.05
ha_4                  0.20
buf_4                 0.13
a41o_1                0.26
a21o_1                0.20
buf_4                 0.13
buf_4                 0.14
xnor2_2               0.12
nand2b_1              0.07
clkdlybuf4s15_1       0.20
==> Yosys cell counts, drive strengths merged, types with 9 or more instances <==
| cell type | count |
|---|---|
| a21oi | 36 |
| a221oi | 17 |
| a31oi | 10 |
| and2 | 21 |
| clkbuf | 22 |
| fa | 15 |
| ha | 27 |
| inv | 55 |
| nand2 | 52 |
| nand2b | 20 |
| nand3 | 9 |
| nand3b | 12 |
| nor2 | 19 |
| nor2b | 12 |
| o21ai | 19 |
| xnor2 | 11 |
==> cell type report <==
type / instances / area (um^2) / share of cell area
Multi-Input combinational cell: 409 / 3460 / 0.507
Inverter: 56 / 214 / 0.0313
Timing Repair Buffer: 322 / 2970 / 0.436
Tap cell: 140 / 175 / 0.0257
==> per-stage QoR <==
| step | area [um^2] | setup TNS [ns] | power (W) | setup slack [ns] | util |
|---|---|---|---|---|---|
| floorplan | 3340 | 0 | 0.000224 | 0.480 | - |
| global placement | 6170 | -5.35 | 0.000490 | -0.703 | 0.570 |
| detailed placement | 6170 | -5.67 | 0.000493 | -0.741 | 0.570 |
| CTS | 6640 | 0 | 0.000538 | 0.00426 | 0.612 |
| global route | 6830 | -0.0758 | 0.000626 | -0.0332 | 0.630 |
| finish | 6830 | 0 | 0.000567 | 0.164 | 0.630 |
==> report_power, final <==
part | internal (W) | total (W) | switching, W
Clock | 0 | 0 | 0
Combinational | 0.000326 | 0.000567 | 0.000241
Sequential | 0 | 0 | 0
==> timing repair <==
item / CTS / global route
pin swaps: 37 / 43
setup endpoints to repair: 12 / 11
setup buffers: 20 / 4
resized: 102 / 72
==> per-layer routing <==
layer | vias to the layer above | share of wire
met5 | - | 0
met4 | 0 | 0.016
met3 | 12 | 0.081
met2 | 209 | 0.45
met1 | 2215 | 0.45
li1 | 2414 | -
==> worst max-delay path by stage <==
stage / startpoint / to / slack [ns] / cells after the start
6_report: bg_b[2] / out_blue[2] / 0.16 / 21
5_1_grt: bg_b[2] / out_blue[2] / -0.03 / 21
4_1_cts: bg_alpha / out_red[1] / 0.004 / 22
==> cell families after synthesis <==
family / share of synthesized area
AOI/OAI and AO/OA: 0.371
xor gates and xnor gates: 0.0419
adders and majority gates: 0.191
buffers and inverters: 0.100
muxes: 0.00935
and+or+nand+nor: 0.287
Power figures rest on the tool's default switching activity, not on a simulated workload.
