File: ./config.mk
export PLATFORM = sky130hd
export DESIGN_NAME = sprite_painter
export DESIGN_NICKNAME = sprite_painter
export VERILOG_FILES = /design/flow/design.v
export SDC_FILE = /design/flow/constraint.sdc
export NUM_CORES = 4
export LEC_CHECK = 1
export CORE_UTILIZATION = 30
File: ./constraint.sdc
current_design sprite_painter

set clk_period 9.5
set clk_io_pct 0.2

create_clock -name clk0 -period $clk_period

set non_clock_inputs [all_inputs -no_clocks]
set_input_delay [expr $clk_period * $clk_io_pct] -clock clk0 $non_clock_inputs
set_output_delay [expr $clk_period * $clk_io_pct] -clock clk0 [all_outputs]
File: ./design.v
`timescale 1ns / 1ps
module sprite_painter
    #(WIDTH = 20, HEIGHT = 20)
    (input [9:0] x, input [8:0] y,
    output [9:0] sprite_x, output [8:0] sprite_y,
    output sprite_is_present,
    input [20:0] sprite1,
    input [20:0] sprite2,
    input [20:0] sprite3,
    input [20:0] sprite4,
    input [20:0] sprite5,
    input [20:0] sprite6,
    input [20:0] sprite7,
    input [20:0] sprite8,
    input [20:0] sprite9,
    input [20:0] sprite10);
    wire sprite1_present = sprite1[20];
    wire sprite1_collide = sprite1_present && 
        (x >= sprite1[19:10]) && (y >= sprite1[8:0]) &&
        (x < sprite1[19:10] + WIDTH) && (y < sprite1[8:0] + HEIGHT);
    wire [9:0] sprite1_x = sprite1_collide ? (x - sprite1[19:10]) : 0;
    wire [8:0] sprite1_y = sprite1_collide ? (y - sprite1[8:0]) : 0;
    wire sprite2_present = sprite2[20];
    wire sprite2_collide = sprite2_present && 
        (x >= sprite2[19:10]) && (y >= sprite2[8:0]) &&
        (x < sprite2[19:10] + WIDTH) && (y < sprite2[8:0] + HEIGHT);
    wire [9:0] sprite2_x = sprite2_collide ? (x - sprite2[19:10]) : 0;
    wire [8:0] sprite2_y = sprite2_collide ? (y - sprite2[8:0]) : 0;
    wire sprite3_present = sprite3[20];
    wire sprite3_collide = sprite3_present && 
        (x >= sprite3[19:10]) && (y >= sprite3[8:0]) &&
        (x < sprite3[19:10] + WIDTH) && (y < sprite3[8:0] + HEIGHT);
    wire [9:0] sprite3_x = sprite3_collide ? (x - sprite3[19:10]) : 0;
    wire [8:0] sprite3_y = sprite3_collide ? (y - sprite3[8:0]) : 0;
    wire sprite4_present = sprite4[20];
    wire sprite4_collide = sprite4_present && 
        (x >= sprite4[19:10]) && (y >= sprite4[8:0]) &&
        (x < sprite4[19:10] + WIDTH) && (y < sprite4[8:0] + HEIGHT);
    wire [9:0] sprite4_x = sprite4_collide ? (x - sprite4[19:10]) : 0;
    wire [8:0] sprite4_y = sprite4_collide ? (y - sprite4[8:0]) : 0;
    wire sprite5_present = sprite5[20];
    wire sprite5_collide = sprite5_present && 
        (x >= sprite5[19:10]) && (y >= sprite5[8:0]) &&
        (x < sprite5[19:10] + WIDTH) && (y < sprite5[8:0] + HEIGHT);
    wire [9:0] sprite5_x = sprite5_collide ? (x - sprite5[19:10]) : 0;
    wire [8:0] sprite5_y = sprite5_collide ? (y - sprite5[8:0]) : 0;
    wire sprite6_present = sprite6[20];
    wire sprite6_collide = sprite6_present && 
        (x >= sprite6[19:10]) && (y >= sprite6[8:0]) &&
        (x < sprite6[19:10] + WIDTH) && (y < sprite6[8:0] + HEIGHT);
    wire [9:0] sprite6_x = sprite6_collide ? (x - sprite6[19:10]) : 0;
    wire [8:0] sprite6_y = sprite6_collide ? (y - sprite6[8:0]) : 0;
    wire sprite7_present = sprite7[20];
    wire sprite7_collide = sprite7_present && 
        (x >= sprite7[19:10]) && (y >= sprite7[8:0]) &&
        (x < sprite7[19:10] + WIDTH) && (y < sprite7[8:0] + HEIGHT);
    wire [9:0] sprite7_x = sprite7_collide ? (x - sprite7[19:10]) : 0;
    wire [8:0] sprite7_y = sprite7_collide ? (y - sprite7[8:0]) : 0;
    wire sprite8_present = sprite8[20];
    wire sprite8_collide = sprite8_present && 
        (x >= sprite8[19:10]) && (y >= sprite8[8:0]) &&
        (x < sprite8[19:10] + WIDTH) && (y < sprite8[8:0] + HEIGHT);
    wire [9:0] sprite8_x = sprite8_collide ? (x - sprite8[19:10]) : 0;
    wire [8:0] sprite8_y = sprite8_collide ? (y - sprite8[8:0]) : 0;
    wire sprite9_present = sprite9[20];
    wire sprite9_collide = sprite9_present && 
        (x >= sprite9[19:10]) && (y >= sprite9[8:0]) &&
        (x < sprite9[19:10] + WIDTH) && (y < sprite9[8:0] + HEIGHT);
    wire [9:0] sprite9_x = sprite9_collide ? (x - sprite9[19:10]) : 0;
    wire [8:0] sprite9_y = sprite9_collide ? (y - sprite9[8:0]) : 0;
    wire sprite10_present = sprite10[20];
    wire sprite10_collide = sprite10_present && 
        (x >= sprite10[19:10]) && (y >= sprite10[8:0]) &&
        (x < sprite10[19:10] + WIDTH) && (y < sprite10[8:0] + HEIGHT);
    wire [9:0] sprite10_x = sprite10_collide ? (x - sprite10[19:10]) : 0;
    wire [8:0] sprite10_y = sprite10_collide ? (y - sprite10[8:0]) : 0;
    assign sprite_is_present = sprite1_collide || sprite2_collide ||
        sprite3_collide || sprite4_collide ||
        sprite5_collide || sprite6_collide ||
        sprite7_collide || sprite8_collide ||
        sprite9_collide || sprite10_collide;
    assign sprite_x = (sprite1_collide ? sprite1_x :
        (sprite2_collide ? sprite2_x :
        (sprite3_collide ? sprite3_x :
        (sprite4_collide ? sprite4_x :
        (sprite5_collide ? sprite5_x : 
        (sprite6_collide ? sprite6_x :
        (sprite7_collide ? sprite7_x :
        (sprite8_collide ? sprite8_x :
        (sprite9_collide ? sprite9_x :
        (sprite10_collide ? sprite10_x : 0
        ))))))))));
    assign sprite_y = (sprite1_collide ? sprite1_y :
        (sprite2_collide ? sprite2_y :
        (sprite3_collide ? sprite3_y :
        (sprite4_collide ? sprite4_y :
        (sprite5_collide ? sprite5_y : 
        (sprite6_collide ? sprite6_y :
        (sprite7_collide ? sprite7_y :
        (sprite8_collide ? sprite8_y :
        (sprite9_collide ? sprite9_y :
        (sprite10_collide ? sprite10_y : 0
        ))))))))));
endmodule
File: ./run.sh
#!/bin/bash
# OpenROAD 26Q1-2900-gdf79404cd8, Yosys 0.63+post, stock flow scripts
make -C /OpenROAD-flow-scripts/flow DESIGN_CONFIG=/design/flow/config.mk WORK_HOME=/design/flow/orfs finish
==> run summary <==
status: finished, final reports clean
register area share after synthesis: 0%
Commonest Layout Cell: ha_1
Cell Type Count: 93
Mean Syn Cell Area: 7.364 um^2
die area: 51230 um^2
Synth-to-Final Area Change: 23.51%
Die Y: 226.3 um
I/O pin total: 249
drt total wl: 57990 um
Rows: 81
Pwr Total: 0.001175 W
Initial Util: 30.65%
WL/cell: 19.43 um
Post-synth area hogs: ha_1, xnor2_1, inv_1
P_leak: 8.473 nW
CP startpoint kind: primary input
Via Count: 15970
area leader, netlist: ha_1
DRT Pass-1 Iters: 5
CLK BUF: 0
yosys cell count: 2050
Critical Path RT: 7.60 ns
final RePlAce weighted congestion: 0.9440
Fill cells: 5059
antenna violations before repair: 1
Core Area: 49250 um^2
CP startpoint: sprite8[2]
largest net degree at the start of global routing: 39
Worst Path Arrival: 6.90 ns
RSZ-0062 raised after global routing: no
number of diodes: 0
Least-Margin Pin Slew: 0.8330 ns
Power Density: 63.00 nW/um^2
DP Wirelength: 50070 um
Hold Crit Class: primary input to output pin
Top Usage Layer GRT: met2
Hold Crit Start: sprite2[11]
Post-Layout Cell Count: 2984
Mapped Cells: 2050
Synth top area share: 29.84%
Hold Buf Count CTS: 0
DRT iter0 DRCs: 948
Fmax achieved: 0.1136 GHz
layout cells sized above 1: 4.095%
global-route usage over all layers: 22.91%
vias in the first global route: 15590
Setup Buffers After CTS: 0
Inst Count DP: 2984
Peak supply drop: 0.02022 mV
Top cells excl fill/tap: ha_1, clkdlybuf4s50_1, inv_1, xnor2_1, a21oi_1
Storage cell area: 0 um^2
pre-CTS setup slack: 0.2845 ns
Log Warnings: 62
Post-Synthesis Cell Area: 15100 um^2
hold slack: 5.025 ns
post-route setup TNS: 0 ns
grt met1 use: 32.40%
final hold violations: 0
GR Overflow Total: 0
CTS resizes: 0
first-pass GRT wire length: 88740 um
final setup margin: 0.6996 ns
Max-cap violations: 0
Crit. End Element: output pin
vias per inst: 5.352
Die W: 226.3 um
warning count from the yosys run: 0
max-slew violations: 0
setup violators final: 0
Slew headroom: 44.29%
sequential cell count: 0
Chip Area, Yosys: 15100 um^2
met3 Use GR: 3.493%
crit-path max FO: 10
fraction of the cycle the final worst path needs: 92.64%
IO Port Bufs: 239
Setup CP Type: primary input to output pin
met2 Use GR: 36.72%
DRT antenna net count: 0
Final min period: 8.800 ns
drt drc: 0
## metal layers
layer	wire length [um]	share of wire (%)	up-vias
met1	27750	48	7298
met2	25600	44	423
met5	13	0.022	-
met3	3165	5.5	87
li1	-	-	8160
met4	1462	2.5	2
## through the flow
| step | area [um^2] | utilization [%] |
|---|---|---|
| global route | 18650 | 37.86 |
| finish | 18650 | 37.86 |
| global placement | 18640 | 37.85 |
| floorplan | 15100 | - |
| CTS | 18640 | 37.85 |
| detailed placement | 18640 | 37.85 |
## cell type report
type | instances | area, um^2 | share of cell area [%]
inverters | 229 | 864.6 | 4.637
multi-input cells | 1797 | 14130 | 75.80
well taps | 664 | 830.8 | 4.455
repair buffers | 294 | 2818 | 15.11
## final timing paths
kind	end	slack (ns)	cells past startpoint
worst max-delay path	sprite_x[9]	0.70	16
worst min-delay path	sprite_x[1]	5.02	4
## synthesized netlist by cell type (37+ instances only)
master and number:
ha_1 360, inv_1 225, xnor2_1 169, a21oi_1 155, o21ai_0 138, nor2_1 115, nand2_1 103, nor3_1 69
xor2_1 69, o21a_1 52, a21o_1 48, nand2b_1 45, nand3_1 39, nor2b_1 37
## worst max-delay path, stage by stage
cell	delay, ns
clkdlybuf4s50_1	0.54
ha_1	0.20
o21ai_0	0.12
or3_1	0.34
xnor2_1	0.14
ha_1	0.19
nor4_1	0.27
a31oi_1	0.30
a2111oi_2	0.69
nand2_1	0.48
buf_4	0.33
nor3_1	0.18
a21oi_1	0.16
a21o_1	0.25
a221o_1	0.40
clkdlybuf4s50_1	0.42
## kinds of logic after synthesis
| logic type | Yosys count | synth area share, % |
|---|---|---|
| mux | 4 | 0.2735 |
| fa+ha+maj | 380 | 32.49 |
| xor+xnor | 238 | 13.81 |
| buf+inv | 253 | 6.489 |
| simple gates | 523 | 17.94 |
| compound gates | 652 | 29.00 |
## power breakdown
| part | internal (W) | switching [W] |
|---|---|---|
| clock network | 0 | 0 |
| registers | 0 | 0 |
| logic | 0.000535 | 0.000640 |
Power and IR drop assume default switching activity.
